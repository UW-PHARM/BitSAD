$ cat flow/design.v
`timescale 1ns / 1ps
module stoch_div(CLK, nRST, a, b, y);
parameter COUNTER_SIZE = 10;
parameter NEW_COUNTER_SIZE = (COUNTER_SIZE < 10) ? 10 : COUNTER_SIZE;
input CLK, nRST;
input a, b;
output y;
reg signed [NEW_COUNTER_SIZE-1:0] counter, next_counter;
reg b_and;
wire next_b_and;
wire [1:0] a_x2, b_and_x2;
wire signed [NEW_COUNTER_SIZE-1:0] new_counter;
wire [63:0] r;
fibonacci_lfsr_64 lfsr(
    .CLK(CLK),
    .nRST(nRST),
    .r(r)
    );
assign a_x2 = a << 1;
assign b_and_x2 = b_and << 1;
assign new_counter = counter + a_x2 - b_and_x2;
assign y = (next_counter > $signed({{(NEW_COUNTER_SIZE-5){1'b0}}, r[5:0]})) ? 1'b1 : 1'b0;
assign next_b_and = y & b;
always @(posedge CLK) begin
    if (!nRST) begin
        counter <= {NEW_COUNTER_SIZE{1'b0}};
        b_and <= 1'b0;
    end
    else begin
        counter <= next_counter;
        b_and <= next_b_and;
    end
end
always @(new_counter) begin
    if (new_counter < -8'sd100) next_counter <= -8'sd100;
    else next_counter <= new_counter;
end
endmodule
`timescale 1ns / 1ps
module stoch_div_mat(CLK, nRST, A, B, Y);
parameter COUNTER_SIZE = 10;
parameter DIV_COUNTER_SIZE = (COUNTER_SIZE + 1 < 10) ? 10 : COUNTER_SIZE + 1;
parameter NUM_ROWS = 2;
parameter NUM_COLS = 2;
input CLK, nRST;
input [(NUM_ROWS*NUM_COLS)-1:0] A, B;
output [(NUM_ROWS*NUM_COLS)-1:0] Y;
genvar i, j;
generate
    for (i = 0; i < NUM_ROWS; i = i + 1) begin : row
        for (j = 0; j < NUM_COLS; j = j + 1) begin: col
            stoch_div #(.COUNTER_SIZE(DIV_COUNTER_SIZE)) div(
                .CLK(CLK),
                .nRST(nRST),
                .a(A[(i*NUM_COLS)+j]),
                .b(B[(i*NUM_COLS)+j]),
                .y(Y[(i*NUM_COLS)+j])
                );
        end
    end 
endgenerate
endmodule
`timescale 1ns / 1ps
module fibonacci_lfsr_64(CLK, nRST, r);
parameter SEED = 64'hFEEDBABEDEADBEEF;
input CLK, nRST;
output reg [63:0] r;
reg [63:0] shift_reg, next_shift_reg;
reg [63:0] next_r;
wire shift_in;
assign shift_in = shift_reg[63] ^ shift_reg[62] ^ shift_reg[60] ^ shift_reg[59];
always @(posedge CLK) begin
    if (!nRST) begin
        shift_reg <= SEED;
        r <= 64'd0;
    end
    else begin
        shift_reg <= next_shift_reg;
        r <= next_r;
    end
end
always @(shift_reg) begin
    next_shift_reg <= {shift_reg[62:0], shift_in};
    next_r <= {r[62:0], shift_reg[63]};
end
endmodule
$ cat flow/run.sh
#!/bin/bash
# OpenROAD 26Q1-2900-gdf79404cd8, Yosys 0.63+post, stock flow scripts
make -C /OpenROAD-flow-scripts/flow DESIGN_CONFIG=/design/flow/config.mk WORK_HOME=/design/flow/orfs finish
$ cat flow/config.mk
export PLATFORM = sky130hd
export DESIGN_NAME = stoch_div_mat
export DESIGN_NICKNAME = stoch_div_mat
export VERILOG_FILES = /design/flow/design.v
export SDC_FILE = /design/flow/constraint.sdc
export NUM_CORES = 4
export LEC_CHECK = 1
export CORE_UTILIZATION = 50
$ cat flow/constraint.sdc
current_design stoch_div_mat

set clk_period 10.8
set clk_io_pct 0.2

create_clock -name clk0 -period $clk_period [get_ports {CLK}]

set non_clock_inputs [all_inputs -no_clocks]
set_input_delay [expr $clk_period * $clk_io_pct] -clock clk0 $non_clock_inputs
set_output_delay [expr $clk_period * $clk_io_pct] -clock clk0 [all_outputs]
==> flow_metrics.py <==
# Generated from Yosys and OpenROAD reports
metrics = {
    "status": {
        "status": "finished, final reports clean",
    },
    "route": {
        "wl_met2_mm": 6.17,
        "initialDrtViolationCount": 323,
        "wl_per_cell_um": 11.3,
        "ant_nets": 0,
        "wl_met3_um": 631,
        "num_vias": 6651,
        "finalWirelength_mm": 16.1,
        "m1WireLength_mm": 8.86,
        "dr.pass1.iters": 6,
        "highest_layer": "met4",
        "vias_per_cell": 4.67,
        "post-route-drc-count": 0,
    },
    "logic_synthesis": {
        "synthCells": 1102,
        "edf_count": 0,
        "yosys-top-cells-count": "dfxtp_1 (328), nand2b_1 (194), and2_1 (84)",
        "yosysTopAreaCell": "dfxtp_1",
        "async_flop_share_pct": 0,
        "ys.warnings.count": 2,
        "topCellsByArea": "dfxtp_1 (57%), nand2b_1 (11%), ha_1 (6.5%), and2_1 (4.6%), inv_1 (2.3%)",
        "synth_cell_type_count": 55,
        "synthesis.area_um2": 11500,
        "yosys_most_used_dff": "dfxtp_1",
        "ys_cells": 1102,
        "numSynthFlops": 328,
        "synth_area_per_cell_um2": 10.5,
        "yosysChipArea_um2": 11500,
        "yosysMostFrequentCell": "dfxtp_1",
        "top_area_share_pct": 56.9,
        "postSynthSeqShare_pct": 56.9,
    },
    "sta": {
        "worst_slew_pin_slew_ns": 0.761,
        "setup_viol": 0,
        "rsz0062_at_grt": "false",
        "relSlewSlack_pct": 49.2,
        "hold_viol": 0,
        "max_freq_mhz": 97.7,
        "setup_tns_ns": 0,
        "clock_skew_ns": 0.0111,
        "maxSlewViolCount": 0,
        "period_needed_ns": 10.23,
        "period_used_pct": 94.8,
    },
    "setup_path": {
        "path_cells": "clkdlybuf4s50_1 -> inv_1 -> fa_1 -> fa_1 -> nor2b_4 -> o31ai_2 -> a2111oi_2 -> a211oi_1 -> or4_1 -> or4_1 -> ha_1 -> or2_2 -> ha_1 -> a21o_1 -> a21oi_1 -> a21oi_1 -> a2111oi_0 -> a21boi_0 -> clkdlybuf4s50_1",
        "r2r_slack_ns": 5.46,
        "worst_path_max_delay_cell": "a2111oi_0",
        "r2r_start": "row[0].col[0].div.counter[1]",
        "critPathMaxStageDelay_ns": 0.57,
        "regToRegEndpoint": "row[0].col[0].div.b_and",
        "reg2regPathDepth": 17,
        "endpoint_kind": "primary output",
        "worstPathArrival_ns": 8.07,
        "worstSetupPathType": "in2out",
        "crit_fanout": 5,
        "critPathLaunchType": "input port",
        "critPathRequiredTime_ns": 8.64,
    },
    "run": {
        "warning_count": 28,
        "max-cap-violations": 0,
    },
    "clock_tree": {
        "cts.reportedPaths.clkPinSlew_ns": 0.06,
        "postCtsResizedCells": 0,
        "htree_num_levels": 2,
        "worstSkewPairLatency_ns": 0.50,
        "hold_buffers": 0,
        "root_buffer": "clkbuf_16",
        "cts_sinks": 328,
        "post-cts-setup-buffers": 0,
        "cts_buffer_depth": 3,
        "cts_tree": "done",
        "cts_made_buffers": 34,
    },
    "finish": {
        "final_cell_count_no_fill": 1423,
        "nFillCells": 1905,
        "largest_reg_flops": 256,
        "final_layout_size_suffix_gt1_share_pct": 6.60,
        "area_growth_syn_to_layout_pct": 13.1,
    },
    "worst_hold_path": {
        "hold-path-cell-count": 1,
        "holdCritStartpoint": "row[0].col[0].div.lfsr.shift_reg[20]",
        "min_to": "row[0].col[0].div.lfsr.shift_reg[21]",
        "hold_class": "reg2reg",
    },
    "floorplanning": {
        "die_y_um": 154,
        "chipArea_um2": 23700,
        "fp_util_pct": 51.0,
        "num_io_pins": 14,
        "core_um2": 22600,
        "fp-row-count": 55,
        "die_w_um": 154,
    },
    "global_routing": {
        "overflow": 0,
        "antenna_found_initial": 1,
        "grt_pass1_vias": 6376,
        "grt_max_degree": 121,
        "grt_first_pass_wirelength_mm": 29.0,
        "track_usage_pct": 15.1,
    },
    "place": {
        "hpwl_mm": 9.43,
        "placed_cells": 1361,
        "port_buffers": 13,
        "gp_congestion": 0.866,
    },
}
-- metal layers --
| metal | track usage, % | vias up |
|---|---|---|
| li1 | - | 3559 |
| met1 | 25.3 | 2981 |
| met2 | 21.1 | 75 |
| met3 | 2.44 | 36 |
| met4 | 3.90 | 0 |
| met5 | 0 | - |
-- final cells by class --
type	instances	area (um2)	share of cell area, %
Clock inverter	10	154	1.18
Inverter	72	270	2.07
Antenna cell	1	2.50	0.0192
Multi-Input combinational cell	660	4530	34.7
Tap cell	285	357	2.73
Clock buffer	51	1010	7.77
Sequential cell	328	6570	50.3
Timing Repair Buffer	16	156	1.20
-- worst max path at each step --
stage | start | endpoint | slack (ns) | depth (start not counted)
6_report | A[0] | Y[0] | 0.57 | 19
5_1_grt | A[0] | Y[0] | 0.33 | 21
4_1_cts | A[0] | Y[0] | 0.66 | 19
-- worst max-delay path: cells and delay by family --
kind	cells	cell delay, ns
AOI/OAI and AO/OA	8	1.87
adders and majority gates	4	1.64
buffers and inverters	3	0.98
and+or+nand+nor	4	1.41
-- cells by family (layout without fill, tap and decap cells) --
kind of cell	after synthesis	in the layout	synth area share, %
simple gates	440	440	21.9
fa+ha+maj	68	68	7.89
flops	328	328	56.9
other cells	0	1	0
xor+xnor	40	40	3.04
buf+inv	114	149	3.84
compound gates	112	112	6.48
-- layout by cell type, fill, tap and decap left out, types with 5 or more instances in the layout --
| cell type | n |
|---|---|
| clkbuf_16 | 34 |
| fa_1 | 8 |
| a21o_1 | 12 |
| clkbuf_8 | 11 |
| dfxtp_1 | 328 |
| ha_1 | 60 |
| clkbuf_1 | 7 |
| o31ai_1 | 5 |
| nand2_1 | 21 |
| xnor2_1 | 17 |
| nor2_1 | 67 |
| nor3_1 | 11 |
| xor2_1 | 23 |
| nand3_1 | 18 |
| nand2b_1 | 194 |
| a21oi_1 | 41 |
| nor2b_1 | 11 |
| and2_1 | 84 |
| or2_2 | 9 |
| inv_1 | 70 |
| clkdlybuf4s50_1 | 12 |
| o21ai_0 | 10 |
| o21a_1 | 8 |
-- stage by stage --
stage               util (%)  hold WS, ns  instance area [um2]  setup slack, ns
detailed placement      52.5        0.392                11900            0.736
floorplan                  -        0.386                11500             1.97
finish                  57.7        0.403                13100            0.566
CTS                     57.6        0.405                13100            0.664
global placement        52.5        0.387                11900            0.787
global route            57.6        0.416                13100            0.329
