[/design/flow/design.v]
`timescale 1ns / 1ps
module stoch_decorr(CLK, nRST, a, y);
parameter COUNTER_SIZE = 8;
parameter NEW_COUNTER_SIZE = (COUNTER_SIZE != 8) ? 8 : COUNTER_SIZE;
parameter STEP_VAL = 16;
input CLK, nRST;
input a;
output y;
wire [NEW_COUNTER_SIZE-1:0] c;
reg [1:0] buffer, next_buffer;
reg [NEW_COUNTER_SIZE-1:0] counter, next_counter;
wire [63:0] r;
wire shift_in;
wire [NEW_COUNTER_SIZE-1:0] dec;
fibonacci_lfsr_64 lfsr(
    .CLK(CLK),
    .nRST(nRST),
    .r(r)
    );
assign c = (a == 1'b1) ? counter + STEP_VAL : counter;
assign shift_in = (r[NEW_COUNTER_SIZE-1:0] <= counter) ? 1'b1 : 1'b0;
assign y = buffer[1];
assign dec = (y == 1'b1) ? c - STEP_VAL : c;
always @(posedge CLK) begin
    if (!nRST) begin
        counter <= {NEW_COUNTER_SIZE{1'b0}};
        buffer <= 2'd0;
    end
    else begin
        counter <= next_counter;
        buffer <= next_buffer;
    end
end
always @(c, y) begin
    if ((c < STEP_VAL) & y) next_counter <= {NEW_COUNTER_SIZE{1'b0}};
    else next_counter <= dec;
end
always @(buffer, shift_in) begin
    next_buffer <= {buffer[0], shift_in};
end
endmodule
`timescale 1ns / 1ps
module stoch_decorr_mat(CLK, nRST, A, Y);
parameter COUNTER_SIZE = 8;
parameter STEP_VAL = 16;
parameter NUM_ROWS = 2;
parameter NUM_COLS = 2;
input CLK, nRST;
input [(NUM_ROWS*NUM_COLS)-1:0] A;
output [(NUM_ROWS*NUM_COLS)-1:0] Y;
genvar i, j;
generate
    for (i = 0; i < NUM_ROWS; i = i + 1) begin : row
        for (j = 0; j < NUM_COLS; j = j + 1) begin: col
            stoch_decorr #(.COUNTER_SIZE(COUNTER_SIZE), .STEP_VAL(STEP_VAL)) decorr(
                .CLK(CLK),
                .nRST(nRST),
                .a(A[(i*NUM_COLS)+j]),
                .y(Y[(i*NUM_COLS)+j])
                );
        end
    end 
endgenerate
endmodule
`timescale 1ns / 1ps
module stoch_dot_prod(CLK, nRST, u, v, y);
parameter VEC_LEN = 2;
parameter COUNTER_SIZE = 8;
input CLK, nRST;
input [VEC_LEN-1:0] u, v;
output y;
wire [VEC_LEN-1:0] c;
reg signed [COUNTER_SIZE-1:0] sum [0:VEC_LEN-2];
wire signed [COUNTER_SIZE-1:0] new_counter;
reg signed [COUNTER_SIZE-1:0] counter, next_counter;
assign c = u & v;
integer i;
always @(*) begin
    for (i = 0; i < VEC_LEN - 1; i = i + 1) begin
        if (i == 0) sum[i] <= c[i] + c[i + 1];
        else sum[i] <= sum[i - 1] + c[i + 1];
    end
end
assign new_counter = counter + sum[VEC_LEN - 2];
assign y = (new_counter >= $signed({{(COUNTER_SIZE - 1){1'b0}}, 1'b1})) ? 1'b1 : 1'b0;
always @(posedge CLK) begin
    if (!nRST) counter <= {COUNTER_SIZE{1'b0}};
    else counter <= next_counter;
end
always @(new_counter, y) begin
    next_counter <= new_counter - y;
end
endmodule
`timescale 1ns / 1ps
module stoch_l2_norm(CLK, nRST, up, un, y);
parameter COUNTER_SIZE = 8;
parameter SQ_RT_COUNTER_SIZE = (COUNTER_SIZE + 1 < 10) ? 10 : COUNTER_SIZE + 1;
parameter STEP_VAL = 16;
parameter VEC_LEN = 2;
input CLK, nRST;
input [VEC_LEN-1:0] up, un;
output y;
wire [VEC_LEN-1:0] u, u_decorr;
wire y_sq;
assign u = up | un;
stoch_decorr_mat #(.COUNTER_SIZE(COUNTER_SIZE), .STEP_VAL(STEP_VAL), .NUM_ROWS(VEC_LEN), .NUM_COLS(1)) decorr(
	.CLK(CLK),
	.nRST(nRST),
	.A(u),
	.Y(u_decorr)
	);
stoch_dot_prod #(.VEC_LEN(VEC_LEN)) dot_prod (
	.CLK(CLK),
	.nRST(nRST),
	.u(u),
	.v(u_decorr),
	.y(y_sq)
	);
stoch_square_root #(.COUNTER_SIZE(SQ_RT_COUNTER_SIZE)) sq_root(
	.CLK(CLK),
	.nRST(nRST),
	.a(y_sq),
	.y(y)
	);
endmodule
`timescale 1ns / 1ps
module stoch_square_root(CLK, nRST, a, y);
parameter COUNTER_SIZE = 10;
input CLK, nRST;
input a;
output y;
reg signed [COUNTER_SIZE-1:0] counter, next_counter;
reg b_and;
wire next_b_and;
wire y_decorr;
wire [2:0] a_x4, b_and_x4;
wire signed [COUNTER_SIZE-1:0] new_counter;
wire [63:0] r;
fibonacci_lfsr_64 lfsr(
    .CLK(CLK),
    .nRST(nRST),
    .r(r)
    );
stoch_decorr decorr(
	.CLK(CLK),
	.nRST(nRST),
	.a(y),
	.y(y_decorr)
	);
assign a_x4 = a << 2;
assign b_and_x4 = b_and << 2;
assign new_counter = counter + a_x4 - b_and_x4;
assign y = (next_counter > $signed({{(COUNTER_SIZE-8){1'b0}}, r[8:0]})) ? 1'b1 : 1'b0;
assign next_b_and = y & y_decorr;
always @(posedge CLK) begin
    if (!nRST) begin
        counter <= {COUNTER_SIZE{1'b0}};
        b_and <= 1'b0;
    end
    else begin
        counter <= next_counter;
        b_and <= next_b_and;
    end
end
always @(new_counter) begin
    if (new_counter < $signed({{(COUNTER_SIZE-8){1'b1}}, -8'sd100})) next_counter <= {{(COUNTER_SIZE-8){1'b1}}, -8'sd100};
    else next_counter <= new_counter;
end
endmodule
`timescale 1ns / 1ps
module fibonacci_lfsr_64(CLK, nRST, r);
parameter SEED = 64'hFEEDBABEDEADBEEF;
input CLK, nRST;
output reg [63:0] r;
reg [63:0] shift_reg, next_shift_reg;
reg [63:0] next_r;
wire shift_in;
assign shift_in = shift_reg[63] ^ shift_reg[62] ^ shift_reg[60] ^ shift_reg[59];
always @(posedge CLK) begin
    if (!nRST) begin
        shift_reg <= SEED;
        r <= 64'd0;
    end
    else begin
        shift_reg <= next_shift_reg;
        r <= next_r;
    end
end
always @(shift_reg) begin
    next_shift_reg <= {shift_reg[62:0], shift_in};
    next_r <= {r[62:0], shift_reg[63]};
end
endmodule
[/design/flow/run.sh]
#!/bin/bash
# OpenROAD 26Q1-2900-gdf79404cd8, Yosys 0.63+post, stock flow scripts
make -C /OpenROAD-flow-scripts/flow DESIGN_CONFIG=/design/flow/config.mk WORK_HOME=/design/flow/orfs finish
[/design/flow/config.mk]
export PLATFORM = sky130hd
export DESIGN_NAME = stoch_l2_norm
export DESIGN_NICKNAME = stoch_l2_norm
export VERILOG_FILES = /design/flow/design.v
export SDC_FILE = /design/flow/constraint.sdc
export NUM_CORES = 4
export LEC_CHECK = 1
export CORE_UTILIZATION = 30
[/design/flow/constraint.sdc]
current_design stoch_l2_norm

set clk_period 15.3
set clk_io_pct 0.2

create_clock -name clk0 -period $clk_period [get_ports {CLK}]

set non_clock_inputs [all_inputs -no_clocks]
set_input_delay [expr $clk_period * $clk_io_pct] -clock clk0 $non_clock_inputs
set_output_delay [expr $clk_period * $clk_io_pct] -clock clk0 [all_outputs]
==> qor.yml <==
chip_area_mm2: 0.0365
cap_violations: 0
postSynthSeqShare: 0.609
clock_sinks: 326
synthCells: 976
largest_reg_flops: 128
slew-limit-headroom: 0.464
top_cells_by_area: "dfxtp_1, nand2b_1, and2_1, ha_1, xnor2_1"
synth_top_cell_by_area: "dfxtp_1"
clk_pin_slew_ps: 60
top_cells_by_count: "dfxtp_1, nand2b_1, and2_1, nor2_1, ha_1"
path_max_fanout: 12
drt_iter0_drc: 311
rsz0062_at_grt: "no"
nFillCells: 3425
top_cell: "dfxtp_1"
finalHoldViolations: 0
clk_latency_ps: 540
clockRootBuffer: "clkbuf_16"
hpwl_um: 7670
fin_cells: 1456
num_rows: 68
setup_viol: 0
routed_via_density: 4.01
syn_area_mm2: 0.0107
status: "completed"
crit_path_frequent_cell: "ha_1"
ir_drop_uv: 180
core_area_mm2: 0.0349
cts_buffers: 30
grt_pass1_wl_um: 24500
cts_buffer_depth: 3
end_kind: "output pin"
vias: 5835
drc: 0
ant_nets: 0
worstMarginPinSlew_ps: 804
diodes: 0
globalRouteTotalUtil: 0.0808
yosys_warnings: 6
ys.flops: 326
wl_per_cell_um: 9.56
dpl.cell_count: 1400
period_needed_ps: 13150
worstPathArrival_ps: 10090
cts_htree_levels: 1
gr-total-overflow: 0
edf_count: 0
ys_types: 60
comb_area_mm2: 0.00389
reg2reg_slack_ps: 7670
p_per_area_mw_per_mm2: 204
fin_skew_ps: 10.1
cts_resized: 0
period_used_share: 0.860
cts_setup_buffers: 0
firstDrtPassIters: 5
regArea_mm2: 0.00653
grt_max_degree: 204
synth.avg_cell_area_um2: 11.0
drv_slew: 0
yosysCellCount: 976
warning_count: 28
top_cell_area_share: 0.609
critPathMaxStageDelay_ps: 520
required_ps: 12240
setup_total_negative_slack_ps: 0
critPathBufInv: 2
place.port_buffers: 6
crit_slowest_cell: "clkdlybuf4s50_1"
pin_count: 7
yosys_area_mm2: 0.0107
dieHeight_um: 191
antenna_found_initial: 0
crit_family: "adder cells"
area_growth_pct: 14.2
fmax_mhz: 76.0
p_leak_nw: 4.73
globalplace.congestion: 0.835
flop_cell: "dfxtp_1"
place_area_mm2: 0.0112
grt_pass1_vias: 5435
cts_tree: "yes"
synthArstFlopShare: 0
drive_gt1_frac: 0.0679
cp-start-kind: "input port"
hold_path_class: "reg -> reg"
totalWireLength_um: 13900
postCtsHoldBufs: 0
fin_area_mm2: 0.0122
die_w_um: 191
critPathKind: "in -> out"
initial_core_util: 0.307
[per-layer routing]
metal / global-route usage / vias up / part of all wire
met5: 0 / - / 0
li1: - / 3124 / -
met1: 0.130 / 2635 / 0.56
met2: 0.114 / 49 / 0.38
met4: 0.0172 / 0 / 0.021
met3: 0.0168 / 27 / 0.037
[metrics by stage]
stage / power (mW) / setup WS [ps] / utilization / hold WS (ps)
CTS: 2.53 / 2150 / 0.351 / 405
global route: 2.67 / 1740 / 0.351 / 411
global placement: 1.77 / 2260 / 0.322 / 389
floorplan: 1.62 / 3720 / - / 386
detailed placement: 1.78 / 2180 / 0.322 / 391
finish: 2.50 / 2150 / 0.351 / 403
[worst paths after layout]
check,start,endpoint,cells past startpoint
setup reg to reg,decorr.row[0].col[0].decorr.buffer[1]$_SDFF_PN0_,sq_root.decorr.counter[4]$_SDFF_PP0_,27
setup / recovery,un[0],y,26
hold / removal,decorr.row[0].col[0].decorr.lfsr.shift_reg[29]$_SDFF_PN0_,decorr.row[0].col[0].decorr.lfsr.shift_reg[30]$_SDFF_PN1_,1
hold reg to reg,decorr.row[0].col[0].decorr.lfsr.shift_reg[29]$_SDFF_PN0_,decorr.row[0].col[0].decorr.lfsr.shift_reg[30]$_SDFF_PN1_,1
[power by group]
part | switching [mW] | internal [mW]
logic | 0.449 | 0.355
registers | 0.0360 | 0.922
clock network | 0.299 | 0.436
[placed cells by master, fill, tap and decap left out, drive strengths merged, types with 5 or more instances in the layout]
| cell type | Yosys | final |
|---|---|---|
| a21oi | 16 | 16 |
| and2 | 96 | 96 |
| clkbuf | 37 | 47 |
| clkdlybuf4s50 | 0 | 5 |
| clkinv | 0 | 5 |
| dfxtp | 326 | 326 |
| ha | 41 | 41 |
| inv | 41 | 42 |
| nand2 | 22 | 22 |
| nand2b | 196 | 196 |
| nand3 | 12 | 12 |
| nor2 | 46 | 46 |
| nor2b | 7 | 7 |
| nor3 | 5 | 5 |
| o21ai | 15 | 15 |
| or2 | 7 | 7 |
| xnor2 | 21 | 21 |
| xor2 | 17 | 17 |
[final cells by class]
class | count | share of cell area
Sequential cell | 326 | 0.533
Multi-Input combinational cell | 571 | 0.318
Clock buffer | 46 | 0.0728
Tap cell | 455 | 0.0465
Inverter | 41 | 0.0126
Clock inverter | 10 | 0.0101
Timing Repair Buffer | 7 | 0.00685
[logic make-up after synthesis]
| family | count (synthesis) | synth area share |
|---|---|---|
| AND/OR/NAND/NOR | 413 | 0.228 |
| flip-flops | 326 | 0.609 |
| buffers and inverters | 79 | 0.0278 |
| AND-OR/OR-AND | 74 | 0.0498 |
| adder cells (fa/ha/maj) | 43 | 0.0516 |
| XOR/XNOR | 38 | 0.0311 |
| multiplexers | 3 | 0.00280 |
Power figures rest on the tool's default switching activity, not on a simulated workload.
