==> config.mk <==
export PLATFORM = sky130hd
export DESIGN_NAME = stoch_avg_mat
export DESIGN_NICKNAME = stoch_avg_mat
export VERILOG_FILES = /design/flow/design.v
export SDC_FILE = /design/flow/constraint.sdc
export NUM_CORES = 4
export LEC_CHECK = 1
export CORE_AREA = 10 10 106 106
export DIE_AREA = 0 0 116 116
==> constraint.sdc <==
current_design stoch_avg_mat

set clk_period 2.6
set clk_io_pct 0.2

create_clock -name clk0 -period $clk_period [get_ports {CLK}]

set non_clock_inputs [all_inputs -no_clocks]
set_input_delay [expr $clk_period * $clk_io_pct] -clock clk0 $non_clock_inputs
set_output_delay [expr $clk_period * $clk_io_pct] -clock clk0 [all_outputs]
==> design.v <==
`timescale 1ns / 1ps
module stoch_avg(CLK, nRST, a, y);
parameter NUM_POPS = 2;
parameter COUNTER_SIZE = $clog2(2*NUM_POPS + 1);
input CLK;
input nRST;
input [NUM_POPS-1:0] a;
output y;
reg [COUNTER_SIZE-2:0] sum [0:NUM_POPS-2];
wire [COUNTER_SIZE-1:0] new_counter;
reg [COUNTER_SIZE-1:0] counter, next_counter;
integer i;
always @(*) begin
    for (i = 0; i < NUM_POPS - 1; i = i + 1) begin
        if (i == 0) sum[i] <= a[i] + a[i + 1];
        else sum[i] <= sum[i - 1] + a[i + 1];
    end
end
assign new_counter = counter + sum[NUM_POPS - 2];
assign y = (new_counter >= $signed(NUM_POPS)) ? 1'b1 : 1'b0;
always @(posedge CLK) begin
    if (!nRST) counter <= {COUNTER_SIZE{1'b0}};
    else counter <= next_counter;
end
always @(new_counter, y) begin
	if (y == 1'b1) next_counter <= new_counter - NUM_POPS;
    else next_counter <= new_counter;
end
endmodule
`timescale 1ns / 1ps
module stoch_avg_mat(CLK, nRST, A, Y);
parameter NUM_POPS = 2;
parameter NUM_ROWS = 3;
parameter NUM_COLS = 3;
input CLK, nRST;
input [(NUM_ROWS*NUM_COLS*NUM_POPS)-1:0] A;
output [(NUM_ROWS*NUM_COLS)-1:0] Y;
reg [(NUM_ROWS*NUM_COLS*NUM_POPS)-1:0] A_pop_minor;
integer m, n, p;
always @(*) begin
	for (m = 0; m < NUM_ROWS; m = m + 1) begin
		for (n = 0; n < NUM_COLS; n = n + 1) begin
			for (p = 0; p < NUM_POPS; p = p + 1) begin
				A_pop_minor[m*(NUM_COLS*NUM_POPS)+(n*NUM_POPS)+p] <= A[p*(NUM_ROWS*NUM_COLS)+m*(NUM_COLS)+n];
			end
		end
	end
end
genvar i, j;
generate
    for (i = 0; i < NUM_ROWS; i = i + 1) begin : row
        for (j = 0; j < NUM_COLS; j = j + 1) begin: col
            stoch_avg #(
				.NUM_POPS(NUM_POPS)
			) avg (
				.CLK  (CLK),
				.nRST (nRST),
				.a(A_pop_minor[(i*NUM_COLS*NUM_POPS)+(j*NUM_POPS) +: NUM_POPS]),
                .y(Y[(i*NUM_COLS)+j])
			);
        end
    end 
endgenerate
endmodule
==> run.sh <==
#!/bin/bash
# OpenROAD 26Q1-2900-gdf79404cd8, Yosys 0.63+post, stock flow scripts
make -C /OpenROAD-flow-scripts/flow DESIGN_CONFIG=/design/flow/config.mk WORK_HOME=/design/flow/orfs finish
==> results.json <==
{
  "status": "finished clean",
  "place_hpwl_mm": 2.06,
  "row_count": 34,
  "slew_headroom_pct": 75.1,
  "warning_count": 25,
  "synthDistinctLibCells": 23,
  "grt-ovfl-total": 0,
  "cp_data_required_time_ns": 2.08,
  "postCtsHoldBufs": 0,
  "yosys_area_mm2": 0.00147,
  "total_power_mw": 1.52,
  "fp.dieH_um": 116,
  "area_delta_synth_final_pct": 47.5,
  "n_antenna_cell": 0,
  "cellPowerDensity_mw_per_mm2": 700,
  "finalSetupViolCount": 0,
  "syn-cell-area_mm2": 0.00147,
  "ys_async_sr_fraction_pct": 0,
  "yosysSeqAreaShare_pct": 36.7,
  "fin_tns_setup_ns": 0,
  "clockRootBuffer": "clkbuf_8",
  "finalWirelength_mm": 2.77,
  "ios": 29,
  "post_synth_inst_count": 136,
  "track_usage_pct": 4.26,
  "core-area_mm2": 0.00885,
  "die_w_um": 116,
  "postSynthAreaPerCell_um2": 10.8,
  "grt_pass1_wl_mm": 4.74,
  "routedWlPerCell_um": 9.63,
  "first_pass_iters": 4,
  "final_antenna_net_count": 0,
  "grt_max_degree": 22,
  "post_cts_buffers": 0,
  "start_kind": "input pin",
  "hp-class": "reg2reg",
  "p_leak_nw": 0.856,
  "largest_reg_flops": 27,
  "drc": 0,
  "ys.flop_type": "dfxtp_1",
  "synth_warnings": 3,
  "htree_levels": 1,
  "nFillCells": 938,
  "setup_ws_ns": 0.0630,
  "io_buffers": 28,
  "clock_latency_ns": 0.27,
  "grt_pass1_vias": 998,
  "arrival_ns": 2.02,
  "drt_iter0_drc": 29,
  "tightest_slew_ns": 0.370,
  "fin_worst_skew_ns": 0.000839,
  "stdcell_count": 288,
  "dr_total_vias": 986,
  "timing.fmax_mhz": 394,
  "clkTransAtPathRegs_ns": 0.09,
  "rsz0062_at_grt": "no",
  "cts_tree": "done",
  "gp_congestion": 0.717,
  "max-clock-path-buffers": 2,
  "antenna_found_initial": 0,
  "layout-drive-gt1-share_pct": 41.1,
  "clock-sinks": 27,
  "finalCritPeriodShare_pct": 97.6,
  "reg_top3": "row.col.avg.counter (27)",
  "path_max_fanout": 2,
  "fin_crit_ns": 2.54,
  "ir_drop_mv": 0.512,
  "fp_util_pct": 16.7,
  "numCtsBuffers": 3,
  "cp-end-kind": "output port",
  "edf_count": 0,
  "ys_seq_elements": 27,
  "top_register": "row.col.avg.counter",
  "ys_cells": 136,
  "routed_via_density": 3.42,
  "dp_cells": 284,
  "report.final.slew_viol_count": 0,
  "chipArea_mm2": 0.0135,
  "finalHoldViolCount": 0,
  "dp_slack_ns": -0.565,
  "max-cap-violations": 0,
  "crit_type": "in2out"
}
==> Yosys cell counts (2+ instances only) <==
cell / count / area (um^2)
nor2_1: 3 / 11.3
inv_1: 18 / 67.6
buf_6: 2 / 22.5
and2_1: 6 / 37.5
nand2_1: 3 / 11.3
xnor2_1: 8 / 70.1
nor3b_1: 6 / 45.0
a211oi_1: 3 / 22.5
dfxtp_1: 27 / 541
buf_4: 10 / 75.1
fa_1: 9 / 180
a21boi_0: 3 / 22.5
o21a_1: 3 / 22.5
a31o_2: 3 / 26.3
nand2b_1: 6 / 37.5
xor2_1: 3 / 26.3
nor3_1: 6 / 30.0
ha_1: 12 / 150
==> layout make-up <==
class	instances	area, um^2	area share, %
clock inverters	1	5.00	0.230
inverters	19	73.8	3.39
well taps	108	135	6.21
multi-input cells	78	952	43.8
clock buffers	3	41.3	1.90
repair buffers	52	427	19.6
flip-flops and latches	27	541	24.9
==> placed cells by master (no fill, tap or decap), types with 2 or more instances in the layout <==
master and n:
dfxtp_1 27, buf_4 24, dlygate4sd2_1 16, inv_1 10
fa_2 9, inv_2 8, ha_4 7, clkdlybuf4s50_1 7
nand2b_1 6, nor3b_1 6, nor3_1 6, and2_1 6
xnor2_2 5, ha_2 5, a31o_2 3, a21boi_0 3
nand2_1 3, o21a_1 3, xor2_1 3, a211oi_1 3
nor2_1 3, clkbuf_8 3, xnor2_4 2, xnor2_1 2
buf_2 2
==> cells by family after synthesis <==
family / share of synthesized area, %
AND/OR/NAND/NOR: 11.7
flip-flops: 36.7
AND-OR/OR-AND: 9.93
adder cells (fa/ha/maj): 22.4
buffers and inverters: 11.6
XOR/XNOR: 7.64
==> where the power goes <==
part | internal, mW | switching (mW) | leakage, nW | total [mW]
sequential | 0.472 | 0.0423 | 0.221 | 0.514
clock | 0.107 | 0.137 | 0.0255 | 0.245
combinational | 0.457 | 0.307 | 0.609 | 0.764
==> worst max-delay path: stages <==
cell and delay, ns:
dlygate4sd2_1 0.25, fa_2 0.37, ha_2 0.32, nand2b_1 0.09
clkdlybuf4s50_1 0.45
==> per-stage QoR <==
step / util (%) / cell area, um^2 / hold slack (ns)
global route: 24.6 / 2170 / 0.682
finish: 24.6 / 2170 / 0.639
CTS: 24.2 / 2140 / 0.642
detailed placement: 22.3 / 1970 / 0.587
floorplan: - / 1470 / 0.529
global placement: 22.3 / 1970 / 0.594
==> path summary, 6_finish.rpt <==
check	slack [ns]	cells after the start	from	end
hold / removal	0.64	3	row[2].col[0].avg.counter[2]$_SDFF_PN0_	row[2].col[0].avg.counter[1]$_SDFF_PN0_
setup / recovery	0.06	5	A[2]	Y[2]
hold reg to reg	0.64	3	row[2].col[0].avg.counter[2]$_SDFF_PN0_	row[2].col[0].avg.counter[1]$_SDFF_PN0_
setup reg to reg	0.66	9	row[1].col[2].avg.counter[0]$_SDFF_PN0_	row[1].col[2].avg.counter[2]$_SDFF_PN0_
==> layer usage <==
| layer | share of wire, % | wire (um) | track usage [%] | vias to the layer above |
|---|---|---|---|---|
| met1 | 53 | 1470 | 6.75 | 445 |
| met2 | 41 | 1140 | 5.92 | 20 |
| met5 | 0 | 0 | 0 | - |
| li1 | - | - | - | 519 |
| met3 | 5.4 | 150 | 0.942 | 2 |
| met4 | 0.43 | 12 | 0.500 | 0 |
==> repair_timing <==
item                                    in CTS  in global routing
endpoints found under the setup margin       9                  4
endpoints found under the hold margin        0                  0
resized                                     67                  7
pin swaps                                   18                  5
No activity file was given, so power comes from the tool's default toggle rates.
